<file path="flow/config.mk">
export PLATFORM = sky130hd
export DESIGN_NAME = register_file
export DESIGN_NICKNAME = register_file
export VERILOG_FILES = /design/flow/design.v
export SDC_FILE = /design/flow/constraint.sdc
export NUM_CORES = 4
export LEC_CHECK = 1
export CORE_UTILIZATION = 30
export SYNTH_HDL_FRONTEND = slang
</file>
<file path="flow/constraint.sdc">
current_design register_file

set clk_period 7.3
set clk_io_pct 0.2

create_clock -name clk0 -period $clk_period [get_ports {clk}]

set non_clock_inputs [all_inputs -no_clocks]
set_input_delay [expr $clk_period * $clk_io_pct] -clock clk0 $non_clock_inputs
set_output_delay [expr $clk_period * $clk_io_pct] -clock clk0 [all_outputs]
</file>
<file path="flow/design.v">
module register_file 
#(parameter  WIDTH =32,
  parameter  DEPTH = 32 
)
(
    input wire [$clog2(WIDTH)-1:0] A1,A2,A3,
    input wire [WIDTH-1:0] WD3,
    input wire WE3,
    input wire clk,
    output wire [WIDTH-1:0]RD1,
    output wire [WIDTH-1:0]RD2,
    input wire rst
);   
 integer  i;
 reg[WIDTH-1:0]register_Bank[DEPTH-1:0];
       assign RD1 = register_Bank[A1];
       assign RD2 = register_Bank[A2];
    always @(posedge clk, negedge rst) begin
      if(rst == 0)
      begin 
            for(i=0;i<32;i=i+1)
            begin
            register_Bank[i] <= 0 ; 
             end 
      end 
      else if(WE3 == 1)
      begin
        register_Bank[A3] <= WD3;
      end 
    end
endmodule
</file>
<file path="flow/run.sh">
#!/bin/bash
# OpenROAD 26Q1-2900-gdf79404cd8, Yosys 0.63+post, stock flow scripts
make -C /OpenROAD-flow-scripts/flow DESIGN_CONFIG=/design/flow/config.mk WORK_HOME=/design/flow/orfs finish
</file>
==> metrics.log <==
[report] extracting results
[metrics] effective utilization at floorplan: 30.2%
[metrics] DIE HEIGHT: 435 um
[metrics] count of input and output buffers: 113
[metrics] number of cells after detailed placement: 6919
[metrics] total routing usage reported by global routing: 19.5%
[metrics] TritonCTS clock tree: built
[metrics] startpoint of the most critical setup path: A1[0]
[metrics] portion of the clock cycle consumed by the worst path in the final layout: between 80% and 90%
[metrics] number of buffers inserted by hold repair at cts: 0
[metrics] maximum fanout encountered on the critical timing path: 39
[metrics] met1 track demand over resource: 26.7%
[metrics] Final TNS setup: 0 ns
[metrics] worst reg2reg endpoint: register_Bank[491]
[metrics] critical path depth: 7
[metrics] top register by number of flip-flops: register_Bank
[metrics] overflow left after global routing: 0
[metrics] number of buffers added by the clock tree synthesis step: 109
[metrics] final number of hold-violating endpoints: 0
[metrics] clock root buffer: clkbuf_16
[metrics] count of cells resized by post-cts repair: 0
[metrics] number of standard cells in the layout, taps in and fillers out: between 7000 and 8000
[metrics] family with the most delay on the worst path: buffers and inverters
[metrics] reg2reg path depth: 1
[metrics] final routed DRC violation total: 0
[metrics] weighted congestion reported at the end of routability-driven placement: between 0.8 and 0.9
[metrics] first-pass GRT wire length: 266000 um
[metrics] detail-routed net length per standard cell: about 25 um
[metrics] post-synthesis sequential area ratio: 45.7%
[metrics] via count of the first global-routing pass: 39000
[metrics] detailed-router iteration count before antenna repair: 5
[metrics] Worst Clk Skew: 0 ns
[metrics] I/O pin count: 114
[metrics] total design power: 16500 uW
[metrics] yosys synthesis warning count: 0
[metrics] Layout area overhead: 12.8%
[metrics] routed vias/inst: 5.43
[metrics] Die Span X: 435 um
[metrics] CP Launch Type: primary input
[metrics] minimum clock period: 6.20 ns
[metrics] CP Cell Sequence: clkdlybuf4s50_1, nor2b_4, buf_4, a22oi_1, a31oi_1, nand3_1, clkdlybuf4s50_1
[metrics] CP Capture Point: RD1[9]
[metrics] post-synthesis area per instance: 12.2 um2
[metrics] leakage power: between 0.02 and 0.03 uW
[metrics] chip area in the Yosys report: 56100 um2
[metrics] worst setup slack for register-to-register paths: 6.50 ns
[metrics] combined area of all synthesized cells: between 50000 and 60000 um2
[metrics] upper clock frequency limit: 161 MHz
[metrics] Global Route met2 Usage: 31.3%
[metrics] number of setup buffers added after CTS: 0
[metrics] delay contributed by the slowest stage of the critical path: 0.69 ns
[metrics] Largest register FFs: 1024
[metrics] data required time of the critical path: slightly below 6 ns
[metrics] largest registers in the final layout: register_Bank x1024
[metrics] Power Dens Cells: around 260 nW/um2
[metrics] status: complete, no violations
[metrics] total wirelength of the detailed-routed design: 179000 um
[metrics] endpoint class of the critical path: primary output
[metrics] placeable core area: 186000 um2
[metrics] Netlist cell types: 29
[metrics] Synth Instances: 4605
[metrics] Most Crowded Layer GR: met2
[metrics] tally of OpenROAD warnings: 41
[metrics] maximum level of the CTS H-tree: 3
[metrics] count of instantiated cells in the yosys netlist: roughly 4600
[metrics] final setup violating endpoints: 0
[metrics] number of DRC markers after the initial detailed-route iteration: ~2500
[metrics] layout cells sized above 1: 29.7%
[metrics] arrival time of data at the critical path endpoint: 4.74 ns
[metrics] antenna violations before repair: 3
[metrics] source-to-sink clock delay at the later pin of the worst-skew pair: about 0.74 ns
[metrics] max_cap viols: 0
[metrics] clock sinks: just over 1000
[metrics] RR Startpoint: register_Bank[491]
[metrics] post-synthesis register bit count: ~1000
[metrics] transition at the pin with the smallest max-transition slack: around 0.91 ns
[metrics] clock-pin slew on the worst setup and hold paths: 0.06 ns
[metrics] unrepaired setup endpoints after global routing: false
[metrics] Buf+Inv Stages, Crit Path: 3
[metrics] headroom to the max-slew limit: 38.9%
[metrics] estimated wirelength of the detail-placed design: approximately 110000 um
[metrics] maximum number of pins on one net before global-route repair: 128
[metrics] met3 Use GR: under 10%
[metrics] total number of vias: 38700
[metrics] class of the most critical setup path: in -> out
[metrics] Top cells excl fill/tap: mux2i_1, dfrtp_1, mux2_2
[metrics] class of the worst hold path: reg -> reg
[metrics] Worst VDD drop: 219 uV
[metrics] critical path's most frequent cell: clkdlybuf4s50_1
[metrics] number of rows created at floorplan: 158
[metrics] slowest library cell on the worst path: nor2b_4
[metrics] CTS max path bufs: 3
[metrics] max-slew violations: 0
[metrics] fill count: approximately 18000
[metrics] overall chip area: roughly 190000 um2
[metrics] antenna viol nets, final: 0
-- synth_stat cells --
master	instances	share of area (%)
dfrtp_1	1024	46
mux2i_1	1024	18
mux2_2	987	20
nand2_1	211	1.4
nand3_1	194	1.7
a21oi_1	192	1.7
a22oi_1	192	2.6
clkbuf_1	190	1.3
a22o_1	128	2.0
buf_2	118	1.1
buf_4	73	0.98
nor3_1	65	0.58
a31oi_1	64	0.71
mux2_1	37	0.74
buf_6	35	0.70
buf_1	28	0.19
nor2_4	12	0.24
nand2b_1	4	0.045
nand3b_1	4	0.054
nor2_2	4	0.045
nor2b_1	4	0.045
nor2_1	3	0.020
nor3b_2	3	0.067
or2_2	3	0.033
and2_1	2	0.022
and3_1	1	0.011
and3b_1	1	0.016
nor3b_1	1	0.013
or3b_4	1	0.020
-- final cells by class --
cell class | instances | area (um2) | share of cell area [%]
clock inverter | 33 | 363 | 0.573
multi-input combinational | 3137 | 28300 | 44.7
sequential | 1024 | 25600 | 40.5
antenna | 1 | 2.50 | 0.00395
timing repair buffer | 278 | 2720 | 4.30
clock buffer | 167 | 3230 | 5.09
tap | 2480 | 3100 | 4.90
-- cell families after synthesis --
family | count (synthesis) | synth area share, %
AND-OR/OR-AND | 576 | 6.99
AND/OR/NAND/NOR | 513 | 4.35
multiplexers | 2048 | 38.8
flip-flops | 1024 | 45.7
buffers and inverters | 444 | 4.19
-- per-stage QoR --
step | worst slack (ns) | area (um2) | utilization (%) | hold slack, ns
6_report | 1.10 | 63300 | 34.1 | 0.508
4_1_cts | 1.16 | 63300 | 34.1 | 0.512
3_3_place_gp | 1.23 | 59700 | 32.2 | 0.490
2_1_floorplan | 3.22 | 56100 | - | 0.479
3_5_place_dp | 1.16 | 59700 | 32.2 | 0.498
5_1_grt | 1.06 | 63300 | 34.1 | 0.533
-- power by group --
group | internal (uW) | total, uW | switching [uW]
combinational | 1740 | 3270 | 1530
sequential | 6780 | 7560 | 781
clock | 3220 | 5640 | 2420
total | 11700 | 16500 | 4730
-- metal layers --
layer | routed length, um | part of all wire [%]
met4 | 7150 | 4.0
met5 | 26 | 0.015
met1 | 75200 | 42
met3 | 10700 | 6.0
met2 | 86000 | 48
-- worst min path at each step --
stage,start,end,slack [ns],cells past startpoint
after global routing,register_Bank[837],register_Bank[837],0.53,1
after CTS,register_Bank[413],register_Bank[413],0.51,1
final,register_Bank[413],register_Bank[413],0.51,1
No activity file was given, so power comes from the tool's default toggle rates.
