==> design.v <==
module ALU 
(
input wire [2:0]ALU_Control,
input wire [31:0] SrcA,
input wire [31:0] SrcB,
output wire [31:0] ALUResult,
output wire zero 
);
reg [31:0] Res ;
reg zero_temp ;
always @(*) begin
case(ALU_Control)
3'b000:
    begin
        Res = SrcA & SrcB ;
        zero_temp = ~|Res;
    end 
3'b001:
    begin 
        Res = SrcA | SrcB ;
        zero_temp = ~|Res;
    end 
3'b010:
    begin 
        Res = SrcA + SrcB ; 
        zero_temp = ~|Res;
    end 
3'b100:
    begin 
        Res = SrcA - SrcB ;
        zero_temp = ~|Res;
    end 
3'b101:
    begin 
        Res = SrcA * SrcB;
        zero_temp = ~|Res;
    end
3'b110:
    begin 
        Res = (SrcA < SrcB ? 1 : 0);  
        zero_temp = ~|Res;
    end 
default:
     begin 
        Res = 0;
        zero_temp = 1; 
    end 
endcase
end 
    assign ALUResult = Res;
    assign zero = zero_temp;
endmodule
==> run.sh <==
#!/bin/bash
# OpenROAD 26Q1-2900-gdf79404cd8, Yosys 0.63+post, stock flow scripts
make -C /OpenROAD-flow-scripts/flow DESIGN_CONFIG=/design/flow/config.mk WORK_HOME=/design/flow/orfs finish
==> config.mk <==
export PLATFORM = sky130hd
export DESIGN_NAME = ALU
export DESIGN_NICKNAME = ALU
export VERILOG_FILES = /design/flow/design.v
export SDC_FILE = /design/flow/constraint.sdc
export NUM_CORES = 4
export LEC_CHECK = 1
export CORE_UTILIZATION = 40
export SYNTH_HDL_FRONTEND = slang
==> constraint.sdc <==
current_design ALU

set clk_period 14.0
set clk_io_pct 0.2

create_clock -name clk0 -period $clk_period

set non_clock_inputs [all_inputs -no_clocks]
set_input_delay [expr $clk_period * $clk_io_pct] -clock clk0 $non_clock_inputs
set_output_delay [expr $clk_period * $clk_io_pct] -clock clk0 [all_outputs]
==> impl_metrics.tcl <==
# yosys + openroad results
set metrics [dict create \
    avgRoutedWirePerCell_microns 26.6 \
    min_period_ns 13.83 \
    ys_warn_count 0 \
    chipArea_sq_mm 0.0519 \
    grt_pass1_wl_microns 133000 \
    post-dp-hpwl_microns 77300 \
    antenna_left 0 \
    viasPerCell 5.49 \
    tool_warnings 97 \
    outcome "complete, no violations" \
    maxSlewHeadroom 0.427 \
    hp-class "in -> out" \
    pre_cts_ws_ns -0.0533 \
    setup_viol 0 \
    worstPathMaxFanout 6 \
    worst_pin_slew_ns 0.854 \
    synth_area_per_cell_sq_um 8.08 \
    coreArea_sq_mm 0.0502 \
    power_density_mw_per_mm2 622 \
    ff_count 0 \
    portBuffers 100 \
    vias 18700 \
    placementRows 82 \
    internal-power_mw 6.35 \
    drive_above_1_share 0.106 \
    dr.pass1.iters 5 \
    lay_top_cells "inv_1 (464), fa_1 (409), nor2_1 (374)" \
    gr-usage-all-layers 0.374 \
    clock_buffer_count 0 \
    netlist_instances 2521 \
    place_inst 3396 \
    ioPinCount 100 \
    cp-start-kind "primary input" \
    cp_data_required_time_ns 11.20 \
    hold_start "ALU_Control[2]" \
    final_cells 3406 \
    grt_pass1_vias 19700 \
    timing.final.max_slew_violations 0 \
    ir_worst_vdd_uv 978 \
    syn_area_sq_mm 0.0204 \
    yosys_area_sq_mm 0.0204 \
    finalWorstSetupSlack_ns 0.170 \
    regArea_sq_um 0 \
    lay_top_count "inv_1" \
    cpMaxStageDelayCell "fa_1" \
    max_stage_delay_ns 0.56 \
    syn_to_final_growth_pct 16.5 \
    fp-utilization 0.406 \
    path_common_cell "fa_1" \
    cp-end-kind "output port" \
    path_buffers 5 \
    p_leak_nw 11.7 \
    die_w_microns 228 \
    max-cap-violations 0 \
    rsz0062_at_grt "true" \
    drtIter0Drc 1459 \
    hold_violations 0 \
    holdPathStages 4 \
    min_to "ALUResult[23]" \
    period_used_share 0.988 \
    max_freq_ghz 0.0723 \
    crit_arrival_ns 11.03 \
    synth_cell_types 86 \
    power_switching_share 0.570 \
    cp_top_family "adder cells" \
    p_sw_mw 8.41 \
    drc 0 \
    ys_seq_share 0 \
    antenna_found_initial 5 \
    dieHeight_microns 228 \
    synth_stat.cells 2521 \
    path_class "in -> out" \
    grt_remaining_overflow 0 \
    gp_congestion 1.05 \
    wl_microns 90500 \
    utilization 0.473 \
    grt_start_max_net_pins 73 \
]
==> synthesized netlist by cell type (5+ instances only) <==
| master | n | area (sq um) |
|---|---|---|
| clkbuf_1 | 83 | 312 |
| a221o_1 | 5 | 50.1 |
| nand2_1 | 269 | 1010 |
| buf_1 | 15 | 56.3 |
| o22ai_1 | 27 | 169 |
| clkinv_1 | 14 | 52.6 |
| fa_1 | 410 | 8210 |
| nor2_1 | 376 | 1410 |
| mux2i_1 | 10 | 100 |
| o21bai_1 | 19 | 143 |
| inv_2 | 8 | 30.0 |
| o21a_1 | 9 | 67.6 |
| nor2b_1 | 5 | 31.3 |
| nand2b_1 | 21 | 131 |
| ha_1 | 219 | 2740 |
| xor2_1 | 30 | 263 |
| o31ai_1 | 5 | 37.5 |
| a31oi_1 | 15 | 93.8 |
| nand4_1 | 21 | 131 |
| o21ai_0 | 65 | 325 |
| a21o_1 | 19 | 143 |
| clkbuf_8 | 6 | 82.6 |
| a21oi_1 | 94 | 470 |
| nand3_1 | 14 | 70.1 |
| mux4_2 | 8 | 180 |
| o211ai_1 | 7 | 52.6 |
| a22oi_1 | 9 | 67.6 |
| inv_1 | 469 | 1760 |
| xnor2_1 | 107 | 937 |
| a211oi_1 | 20 | 150 |
| a21boi_0 | 7 | 52.6 |
| nor4_1 | 15 | 93.8 |
| nor3_1 | 22 | 110 |
==> per-stage QoR <==
stage               hold slack, ns  instance area [sq um]  power, mW  setup TNS (ns)
global route                  6.57                  23700       15.8          -0.167
global placement              6.52                  23500       14.2         -0.0514
finish                        6.55                  23700       14.8               0
CTS                           6.52                  23500       14.3               0
detailed placement            6.52                  23500       14.1         -0.0592
floorplan                     5.78                  20400       7.90               0
==> tightest hold or removal path: stages <==
cell	delay (ns)
buf_2	0.16
nand2b_1	0.22
o22ai_1	0.16
clkdlybuf4s50_1	0.41
==> kinds of logic (layout without fill, tap and decap cells) <==
logic type,count (synthesis),in the layout,share of synthesized area
simple gates,789,789,0.165
xor+xnor,137,137,0.0589
other cells,0,2,0
mux,19,19,0.0143
fa+ha+maj,629,629,0.537
buf+inv,601,812,0.115
compound gates,346,346,0.110
==> cell type report <==
type                       count  area [sq um]
tap                          672           841
fill                        4895         26400
multi-input combinational   1920         18100
antenna                        2          5.00
timing repair buffer         321          2940
inverter                     491          1870
==> how the worst max path moves through the flow <==
stage     startpoint   end  slack, ns  cells after the start
4_1_cts     SrcB[10]  zero      0.004                     26
5_1_grt      SrcB[8]  zero      -0.16                     27
6_report    SrcA[21]  zero       0.17                     26
==> layer usage <==
metal / global-route usage / wire [microns]
met4: 0.123 / 3730
met5: 0.0276 / 235
met2: 0.538 / 39400
met1: 0.521 / 36000
met3: 0.157 / 11100
==> repair_timing <==
action / in CTS / in global routing
setup buffers: 0 / 8
endpoints found under the hold margin: 0 / 0
hold buffers: 0 / 0
resized: 6 / 52
setup endpoints to repair: 3 / 8
pin swaps: 0 / 3
cloned: 0 / 0
Power and IR drop assume default switching activity.
