--- flow/design.v ---
module RAM #(
    parameter WIDTH = 32,
    parameter DEPTH = 32
) 
(
    input wire clk,
    input wire rst,
    input wire [WIDTH-1:0]A,
    input wire [WIDTH-1:0]WD,
    output reg [(WIDTH/2)-1:0] test_value,
    input wire  WE,
    output reg [WIDTH-1:0] RD
);
reg [WIDTH-1:0]  RAM [DEPTH-1:0];
integer i = 0;
always @(*) begin
RD = RAM[A];
test_value = RAM[0];
end 
always @(posedge clk, negedge rst ) begin
    if(rst == 0)
    begin 
      for(i=0;i<DEPTH;i=i+1)
       RAM[i] <= 0;
    end 
    else if(WE == 1)
    begin
       RAM[A] <= WD;
    end 
end
endmodule
--- flow/run.sh ---
#!/bin/bash
# OpenROAD 26Q1-2900-gdf79404cd8, Yosys 0.63+post, stock flow scripts
make -C /OpenROAD-flow-scripts/flow DESIGN_CONFIG=/design/flow/config.mk WORK_HOME=/design/flow/orfs finish
--- flow/config.mk ---
export PLATFORM = sky130hd
export DESIGN_NAME = RAM
export DESIGN_NICKNAME = RAM
export VERILOG_FILES = /design/flow/design.v
export SDC_FILE = /design/flow/constraint.sdc
export NUM_CORES = 4
export LEC_CHECK = 1
export CORE_UTILIZATION = 40
export SYNTH_HDL_FRONTEND = slang
--- flow/constraint.sdc ---
current_design RAM

set clk_period 5.0
set clk_io_pct 0.2

create_clock -name clk0 -period $clk_period [get_ports {clk}]

set non_clock_inputs [all_inputs -no_clocks]
set_input_delay [expr $clk_period * $clk_io_pct] -clock clk0 $non_clock_inputs
set_output_delay [expr $clk_period * $clk_io_pct] -clock clk0 [all_outputs]
==> run notes <==
The flow completed. Before any placement, the netlist area is recorded as 0.0464 mm². Ratio of routed vias to standard cells landed at 5.77. Worst vdd rail ir drop landed at 282 µV.

Count of fill cells added during filler insertion landed at 9377. Per STA, the highest per-stage delay on the worst path measures 770 ps. The type recorded for the worst min-delay path is in -> async.

Routed length per placed instance landed at 27.5 µm. Setup violation total in the final timing report landed at 0. The first global-routing pass estimated 189 mm of wire.

The cell sitting at the root of the clock tree is a sky130_fd_sc_hd__clkbuf_16. The flow reported a cell area power density of 323 mW/mm². Per the final report, max-transition violations number 0. For reference, the most critical setup path is categorized as in -> out. Yosys mapped the design onto 27 distinct sky130hd cell types. Vertical die dimension landed at 343 µm. The region available for standard cell placement spans 0.115 mm². Post-route minimum period landed at 4560 ps. Count of antenna-violating nets left after detailed routing landed at 0. Entering global routing, the biggest net connects 122 pins. Sequential element share of the synthesized area landed at 0.552. The pin closest to its max-slew limit shows a slew of 1120 ps. The total overflow left after global routing is 0. Period utilization landed at 0.912.

Arrival time reported for the critical path endpoint landed at 3560 ps. Number of max-capacitance violations reported landed at 0. Via count of the routed design landed at 26000. After synthesis, the chip area reported by Yosys is 0.0464 mm². Setup total negative slack on the finished layout was measured at 0 ps.

Across all stage logs, warnings added up to 34. Clock skew on the completed layout was measured at 0 ps. Hold-fix buffer count after cts landed at 0. Worst slack at placement landed at 429 ps. The most critical hold endpoint after final layout shows a slack of 278 ps. The flow reports an fmax of 219 MHz.

Total routed wirelength landed at 124 mm. Number of antenna violations at the first check in global routing landed at 1. Per the synth stats, the flop cell with the highest instance count is sky130_fd_sc_hd__dfrtp_1. Synthesized area per cell landed at 16.4 µm². Number of standard cells reported by yosys landed at 2833. Gates resized during post-CTS repair numbered 0. TritonCTS built the clock tree. Clock insertion delay at the later pin of the skew report landed at 680 ps. Detailed placement ended at an HPWL of 72.0 mm. Number of hold-slack violations in the final timing report landed at 0.

Chip width landed at 343 µm. Per the TritonCTS log, the buffer count is 110. CTS built an H-tree with a depth of 3.

Antenna diode instance count landed at 0. Footprint of the multi-input gates landed at 0.0194 mm². Count of warnings emitted by yosys landed at 0. Starting DRC count in detailed routing landed at 1201. The synthesized netlist handed to floorplanning was reported with a cell count of 2833. Overall routing resource usage recorded by global route was 0.230.

Setup repair after global routing left no endpoint under its margin. Of the cells placed in the final design, the portion with a size suffix greater than 1 is 0.527. The cell that appears most often on the critical path is sky130_fd_sc_hd__clkdlybuf4s50_1.

In this run the worst path has a maximum fanout of 12. Fraction of the core area occupied by cells at floorplan landed at 0.405. The slew check shows that the tightest pin keeps a relative margin of 0.251. The iteration count recorded for the first detailed-route pass is 25.

The post-synth count of flops with an enable pin is 0. Per the post-run analysis, buffers plus inverters along the critical path come to 3. For reference, the placement row count at floorplan is 124. Leakage dissipation landed at 25.4 nW. Final standard cell utilization of the core landed at 0.466. TritonCTS sink count landed at 1024. STA classifies the critical path endpoint as an output port. Final routed DRC violation total landed at 0. Per the run report, area growth between synthesis and finish was 15.1%. Post-synthesis sequential element count landed at 1024. The number of global-route vias before repair is 28800. The largest individual stage delay along the critical path comes from the cell sky130_fd_sc_hd__clkdlybuf4s50_1. The worst setup path is launched from an input port. On the critical path the largest part of the delay comes from buffers and inverters.

The placement report lists the number of port buffers as 114. Buffer count from post-CTS setup fixing landed at 0. The area taken by sequential standard cells is reported as 0.0256 mm².

Per the synth stats, the proportion of register bits with asynchronous set or reset is 1.00. Clock-pin slew of the registers on the worst-case setup and hold paths landed at 50 ps. The flow ran to the end, and the final reports show no timing, DRC or antenna violations.

Required arrival time at the worst endpoint landed at 4000 ps. RePlAce ended its routability-driven mode at a weighted congestion of 0.825. Setup slack closes at 438 ps. No sink is reached through more buffers than the 3 on the longest clock path. Die area landed at 0.117 mm².

During I/O placement, the number of pins put on the boundary was 115. Per STA, the worst path is made up of clkdlybuf4s50_1, and3b_2, buf_4, a22oi_1, nand4_1, clkdlybuf4s50_1.
[cell families (layout without fill, tap and decap cells)]
logic type,Yosys count,in the layout,share of synthesized area
multiplexers,1280,1280,0.373
AND-OR/OR-AND,128,128,0.0207
buffers and inverters,306,460,0.0313
flip-flops,1024,1024,0.552
AND/OR/NAND/NOR,95,95,0.0228
[cell usage after synthesis (3+ instances only)]
| master | instances | area share |
|---|---|---|
| sky130_fd_sc_hd__mux2_1 | 74 | 0.018 |
| sky130_fd_sc_hd__nor4_1 | 6 | 0.00081 |
| sky130_fd_sc_hd__mux4_2 | 256 | 0.12 |
| sky130_fd_sc_hd__nor4_4 | 30 | 0.014 |
| sky130_fd_sc_hd__buf_1 | 4 | 0.00032 |
| sky130_fd_sc_hd__a22oi_1 | 128 | 0.021 |
| sky130_fd_sc_hd__nand4_1 | 33 | 0.0045 |
| sky130_fd_sc_hd__buf_4 | 48 | 0.0078 |
| sky130_fd_sc_hd__clkbuf_1 | 156 | 0.013 |
| sky130_fd_sc_hd__buf_2 | 98 | 0.011 |
| sky130_fd_sc_hd__mux2_2 | 950 | 0.23 |
| sky130_fd_sc_hd__nand2_1 | 3 | 0.00024 |
| sky130_fd_sc_hd__dfrtp_1 | 1024 | 0.55 |
[sequential cells by signal (all words and copies together) (netlist names)]
name	flops
test_value	16
RAM	1008
[cells in the final DEF (no fill, tap or decap), drive strengths merged]
| cell | instances |
|---|---|
| nand2 | 3 |
| or3b | 2 |
| mux2 | 1024 |
| dfrtp | 1024 |
| and3 | 1 |
| nor2 | 2 |
| nand2b | 2 |
| nor4b | 1 |
| clkinvlp | 5 |
| inv | 3 |
| or3 | 1 |
| and3b | 2 |
| nand3b | 2 |
| clkinv | 11 |
| nor3 | 1 |
| mux4 | 256 |
| nor4 | 38 |
| nor3b | 2 |
| bufinv | 7 |
| or2 | 2 |
| buf | 155 |
| nand4 | 33 |
| and2 | 1 |
| clkbuf | 168 |
| nand3 | 2 |
| a22oi | 128 |
| clkdlybuf4s50 | 111 |
[layer usage]
metal / track usage / wire [µm] / vias up
met2: 0.333 / 56500 / 1047
met5: 0.00321 / 63 / -
met1: 0.321 / 49300 / 13900
met4: 0.0488 / 3290 / 4
met3: 0.120 / 14600 / 203
li1: - / - / 10800
[metrics by stage]
step | instances | area, µm² | total power, mW
final | 4499 | 53400 | 17.2
after global routing | 4499 | 53400 | 17.8
after CTS | 4499 | 53400 | 17.4
after detailed placement | 4305 | 49700 | 9.15
after global placement | 4305 | 49700 | 9.13
after floorplan | 2833 | 46400 | 8.73
[where the power goes]
| group | switching [mW] | internal [mW] |
|---|---|---|
| combinational | 0.495 | 0.205 |
| sequential | 0.0000000323 | 8.29 |
| clock | 3.28 | 4.95 |
[cell type report]
class,instances,share of cell area
Clock buffer,168,0.0629
Clock inverter,26,0.00644
Multi-Input combinational cell,1503,0.363
Sequential cell,1024,0.480
Tap cell,1512,0.0354
Timing Repair Buffer,266,0.0524
[final timing paths]
path,from,end,slack [ps],cells after the start
max,A[3],RD[22],440,6
min reg2reg,RAM[870],RAM[870],480,1
min in group clk0,RAM[870],RAM[870],480,1
min,rst,RAM[835],280,1
max in group asynchronous,rst,RAM[534],3220,3
max reg2reg,test_value[15],test_value[15],4170,1
Power figures rest on the tool's default switching activity, not on a simulated workload.
